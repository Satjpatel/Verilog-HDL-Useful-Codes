==> flow/design.v <==
`timescale 1ns / 1ps
module clock_freq_divider_ckt(
    input clk ,  
	input reset,  
	output led ,   
	output [26:0] A      
    );
wire [26:0] din ; 
wire [26:0] clkdiv ; 
dff dff_inst0 (  
			.clk(clk) , 
			.rst(reset),  
			.D(din[0]) , 
			.Q(clkdiv[0]) 
					) ; 
genvar i ; 
generate 
for ( i = 1 ; i < 27 ; i = i + 1) 
	begin: dff_gen_label 
		dff dff_inst( 				 
			.clk(clkdiv[i-1]) , 
			.rst(reset),  
			.D(din[i]) , 
			.Q(clkdiv[i]) 
					) ; 
	end 
endgenerate ;  
assign din = ~clkdiv ; 
assign led = clkdiv[26] ; 
assign A = clkdiv ; 
endmodule
module dff ( 
	input D, 
	input clk, 
	input rst, 
	output reg Q         
	) ; 
always @(posedge clk or posedge rst) 
	begin 
		if(rst == 1) 
			Q<=1'b0 ; 
		else 
			Q<=D ; 
	end 
endmodule
==> flow/run.sh <==
#!/bin/bash
# OpenROAD 26Q1-2900-gdf79404cd8, Yosys 0.63+post, stock flow scripts
make -C /OpenROAD-flow-scripts/flow DESIGN_CONFIG=/design/flow/config.mk WORK_HOME=/design/flow/orfs finish
==> flow/config.mk <==
export PLATFORM = sky130hd
export DESIGN_NAME = clock_freq_divider_ckt
export DESIGN_NICKNAME = clock_freq_divider_ckt
export VERILOG_FILES = /design/flow/design.v
export SDC_FILE = /design/flow/constraint.sdc
export NUM_CORES = 4
export LEC_CHECK = 1
export CORE_AREA = 10 10 104 104
export DIE_AREA = 0 0 114 114
==> flow/constraint.sdc <==
current_design clock_freq_divider_ckt

set clk_period 1.0
set clk_io_pct 0.2

create_clock -name clk0 -period $clk_period [get_ports {clk}]

set non_clock_inputs [all_inputs -no_clocks]
set_input_delay [expr $clk_period * $clk_io_pct] -clock clk0 $non_clock_inputs
set_output_delay [expr $clk_period * $clk_io_pct] -clock clk0 [all_outputs]
==> summary.txt <==
Implementation run completed; key figures follow.

Drt:
- The run gives the number of DRC markers in iteration 0 as 8.
- The run puts the amount of wire on met2 after detailed routing at 561 microns.
- The highest metal layer carrying signal wires in the routed design is met3.
- The run gives the number of inserted diodes as 0.
- The run gives the length of routed wiring on met1 as 814 microns.
- After detailed routing, the number of remaining DRC violations is 0.
- The run puts the total via count in the routed design at 406.
- The count of nets left with antenna violations once routing finished came out at 0.
- The run gives the number of optimization iterations in the first detailed-route pass as 2.
- The run puts the routed wire length on met3 at 173 microns.
- Per the detailed-route log, wirelength across all metal layers totals 1.55 mm.
- Per the detail_route report, routed wire per instance is 7.98 microns.
- The run puts the detailed-route vias per instance at 2.09.

Yosys:
- The synthesized netlist occupies a cell area of 983 sq um.
- After synthesis the netlist holds a flip-flop and latch count of 27.
- The run gives the gate count of the mapped netlist as 82.
- The run gives the register share after synthesis as 68.7%.
- For this design, Yosys synthesis ends with a cell count of 82.
- Yosys mapped the design onto 3 distinct sky130hd cell types.
- For this run, the number of Yosys warnings is 1.
- The run puts the Yosys chip area at 983 sq um.
- A synthesized cell averages 12.0 sq um.

STA:
- The run gives the number of register pins that no clock reaches as 26.
- The run gives the transition time of the tightest slew-check pin as 0.331 ns.
- Static timing analysis puts the maximum clock frequency at 1240 MHz.
- The run puts the setup total negative slack at 0 ns.
- The run gives the number of pins exceeding their max-slew limit in the final report as 0.
- Hold-check failures listed in the final report amount to 0.
- The run puts the final clock skew at 0 ns.
- The most critical hold endpoint after final layout shows a slack of 0.392 ns.
- The max-slew check reports its worst relative slack as 77.9%.
- Of the available clock period, the critical path in the final layout requires 80.7%.
- The run gives the count of endpoints without a timing constraint as 53.
- The run gives the number of failing setup endpoints in the final timing report as 0.
- Setup repair after global routing left no endpoint under its margin.
- The run puts the clock period minus worst slack at 0.807 ns.

Layout:
- Of the cells placed in the final design, the portion with a size suffix greater than 1 is 2.33%.
- The library cells used most frequently in the layout, excluding fill and tap cells, are inv_1 (28), clkdlybuf4s50_1 (28), dfrtp_1 (27), buf_4 (2), dlygate4sd2_1 (1).
- The run gives the area added between synthesis and finish as 24.0%.
- The run puts the logic area at 0 sq um.
- The run gives the final non-filler cell area as 1220 sq um.
- The finished layout holds 194 standard cells, fillers aside.
- The run gives the number of combinational gates with multiple inputs as 0.

CTS:
- Per the post-CTS timing run, clock transition at the registers of the reported paths is 0 ns.
- The run puts the post-CTS repair timing setup buffer count at 0.
- Per the skew report, the later register of the worst-skew pair sees a clock latency of 0 ns.

Global routing:
- The run gives the total routing usage reported by global routing as 2.48%.
- The run puts the largest net degree at the start of global routing at 27.
- The run puts the wire length of the first global-routing pass at 2.64 mm.
- The run gives the number of global-route vias before repair as 466.
- The run puts the total congestion overflow at 0.
- The initial antenna violation count was 0.

Placement:
- The run gives the total placed cells including tap cells as 194.
- The run gives the number of port buffers as 29.
- The run gives the global placer's final weighted congestion as 0.696.
- The run puts the standard cell area after detailed placement at 1220 sq um.
- The run puts the half-perimeter wire length after detailed placement at 1.37 mm.

Power:
- Net switching is 32.7% of the power.
- The run gives the leakage dissipation as 0.000507 uW.
- The run puts the clock network fraction of total power at 0%.
- Total power normalized to cell area comes to 56.4 nW/um^2.
- Internal power comes to 46.3 uW.
- The run gives the maximum ir drop on the vdd rail as 0.000158 V.
- Per the OpenROAD power report, switching power amounts to 22.5 uW.
- The run puts the portion of total power attributed to combinational logic at 41.7%.
- The run gives the sequential share of power as 58.3%.

Die:
- The run puts the area of the die at 13000 sq um.
- The run gives the number of top-level pins as 30.
- The run puts the share of the core filled by cells before placement at 11.3%.
- The run gives the standard-cell row count as 34.
- The run puts the horizontal extent of the die at 114 microns.
- The die is 114 microns tall.
- The run gives the placeable core region as 8680 sq um.

Setup path:
- The run gives the kind of start point of the critical path as a register.
- The worst setup path is captured at an output port.
- The worst setup path is of the register to output port kind.
- The run gives the arrival time of the worst setup path as 0.61 ns.
- The run gives the data required time of the critical path as 0.80 ns.
- The report lists the cells along the critical path as dlygate4sd2_1.
- The run puts the buffering stage count on the worst path with inverters included at 1.
- The run gives the largest fanout of any net on the critical path as 2.
- The run gives the maximum cell stage delay along the critical path as 0.36 ns.
- The slowest stage of the critical path is the dfrtp_1 cell.
- Per STA, the worst path accumulates the most delay in the family flip-flops.

Worst hold path:
- In this run the worst hold path is classified as primary input to asynchronous set/reset pin.

Run:
- The run puts the count of maximum capacitance violations at 0.
- The logs give a warning total of 28.

Outcome:
- The run finished with clean final reports.
==> stage by stage <==
stage	util, %	setup slack [ns]	total power [uW]
after global placement	14.1	-0.00445	72.6
after CTS	14.1	0.194	72.6
after detailed placement	14.1	-0.0000948	72.2
after global routing	14.1	0.162	75.4
after floorplan	-	0.251	56.3
final	14.1	0.193	68.8
==> state kept, by name (all words and copies together), names as in the netlist <==
signal,flops
dff_gen_label.dff_inst.Q,26
dff_inst0.Q,1
==> power by group through the flow <==
stage | combinational, uW | clock, uW | sequential [uW]
6_report | 28.7 | 0 | 40.1
5_1_grt | 35.3 | 0 | 40.1
4_1_cts | 32.6 | 0 | 40.1
==> final timing paths <==
kind | start | endpoint | slack, ns | cells past startpoint
max | dff_inst0.Q$_DFF_PP0_ | A[0] | 0.19 | 1
min in group clk0 | dff_inst0.Q$_DFF_PP0_ | dff_inst0.Q$_DFF_PP0_ | 0.52 | 2
min reg2reg | dff_inst0.Q$_DFF_PP0_ | dff_inst0.Q$_DFF_PP0_ | 0.52 | 2
min | reset | dff_inst0.Q$_DFF_PP0_ | 0.39 | 2
max in group asynchronous | reset | dff_inst0.Q$_DFF_PP0_ | 0.47 | 2
max reg2reg | dff_inst0.Q$_DFF_PP0_ | dff_inst0.Q$_DFF_PP0_ | 0.39 | 2
==> per-layer routing <==
layer	global-route usage (%)	vias to the layer above
met3	0.851	0
met2	3.53	23
met1	3.76	176
met5	0	-
met4	0	0
li1	-	207
==> logic make-up after synthesis <==
family   after synthesis  share of synthesized area, %
flops                 27                          68.7
buf+inv               55                          31.3
==> cell usage after synthesis <==
cell,count,area [sq um]
buf_4,27,203
dfrtp_1,27,676
inv_1,28,105
==> timing repair <==
item | 4_1_cts | 5_1_grt
gates resized | 1 | 0
hold buffers | 0 | 0
endpoints found under the setup margin | 1 | 0
hold endpoints to repair | 0 | 0
==> final cells by class <==
class / instances / area, sq um
Tap cell: 108 / 135
Sequential cell: 27 / 676
Inverter: 28 / 105
Timing Repair Buffer: 31 / 304
Fill cell: 985 / 7460
No activity file was given, so power comes from the tool's default toggle rates.
