===== flow/constraint.sdc =====
current_design pipeline

set clk_period 8.0
set clk_io_pct 0.2

create_clock -name clk0 -period $clk_period [get_ports {clk}]

set non_clock_inputs [all_inputs -no_clocks]
set_input_delay [expr $clk_period * $clk_io_pct] -clock clk0 $non_clock_inputs
set_output_delay [expr $clk_period * $clk_io_pct] -clock clk0 [all_outputs]

===== flow/design.v =====
module pipeline ( F, A, B, C, D, clk ) ; 
parameter N = 10 ;  
output [N-1:0] F ; 
input [N-1:0] A, B, C, D ; 
input clk ; 
reg [N-1:0] L12_x1, L12_x2, L12_D ; 
always @ (posedge clk ) 
	begin 
		L12_x1 <= A + B ; 
		L12_x2 <= C - D ; 
		L12_D <= D ; 
	end 
reg [N-1:0] L23_x3 , L23_D ; 
always @ ( posedge clk ) 
	begin 
		L23_x3 <= L12_x1 + L12_x2 ; 
		L23_D <=  L12_D ; 
	end 
reg [N-1:0] F_Out ; 
always @ ( posedge clk ) 
	F_Out <= L23_x3 * L23_D ; 
assign F = F_Out ; 
endmodule 

===== flow/config.mk =====
export PLATFORM = sky130hd
export DESIGN_NAME = pipeline
export DESIGN_NICKNAME = pipeline
export VERILOG_FILES = /design/flow/design.v
export SDC_FILE = /design/flow/constraint.sdc
export NUM_CORES = 4
export LEC_CHECK = 1
export CORE_UTILIZATION = 40

===== flow/run.sh =====
#!/bin/bash
# OpenROAD 26Q1-2900-gdf79404cd8, Yosys 0.63+post, stock flow scripts
make -C /OpenROAD-flow-scripts/flow DESIGN_CONFIG=/design/flow/config.mk WORK_HOME=/design/flow/orfs finish

==> git commit body <==
Store results of the implementation flow

- In the global route stage, met1 resource usage came out at 0.198.
* Most frequent cell on the critical path: sky130_fd_sc_hd__xnor2_1
* Row cnt: 35
- Hold path startpoint: L12_D[7]
- In the final layout, the share of cells above drive strength 1 is 0.0524.
* Clock input transition at the sequential cells of the worst setup and hold paths: ~70 ps
- Final setup violation count: 0
- Estimated wirelength of the detail-placed design: 4960 um
* Synth top area share: 0.316
- Number of CTS-inserted buffers: 9
* Worst R2R Start: L23_D[3]
- The DRC violation total left in the routed layout is recorded as 0.
* Clock H-tree levels: 3
- Proportion of synthesized chip area in sequential cells: 0.316
* Post-CTS Setup Repair Bufs: 0
* Count of clock tree sinks: approximately 60
- Clock tree from TritonCTS: yes
* Area fraction in full adders, half adders and majority gates: 0.299
- Per the detail_route report, vias per standard cell equal 4.51.
- In this run the deepest clock path goes through 2 buffers.
- At the floorplan stage, the core utilization is reported as 0.412.
- Based on the critical path, the design can be clocked at up to 239 MHz.
- Hold WC Path Type: flop to flop
* Mux area share: 0
* Max cap viols: 0
* Routing usage on met3: 0.0329
- Synth area leaders: sky130_fd_sc_hd__dfxtp_1 (32%), sky130_fd_sc_hd__ha_1 (17%), sky130_fd_sc_hd__fa_1 (13%), sky130_fd_sc_hd__xnor2_1 (6.7%), sky130_fd_sc_hd__inv_1 (5.7%)
* Relative max-transition margin: 0.721
* CP Class: flop to flop
* Area fraction in and, or, nand and nor cells: 0.138
- At the pin with the least slew margin, the transition time is 417 ps.
* Top Ports: 51
* Via count: approximately 2700
- The placement stage leaves a total instance area of 0.00446 mm^2.
* Data required time of the critical path: 8240 ps
- Post-synthesis share of cell area spent on and-or and or-and gates: 0.0891
* Clock Skew: 9.02 ps
- According to the floorplan report, the die width is 99.5 um.
- Wires add up to ~6100 um.
- The top cell types in the final layout, fill and taps aside, are sky130_fd_sc_hd__dfxtp_1 (60), sky130_fd_sc_hd__inv_1 (58), sky130_fd_sc_hd__ha_1 (51).
* Number of warning messages in the logs: 25
- The report lists the power per cell area as 453 mW/mm^2.
- The smallest clock period supported by the final layout is computed as 4180 ps.
* Clock latency reported for the late side of the worst-skew pair: 340 ps
- Before any placement, the netlist area is recorded as 0.00380 mm^2.
- On the critical path the data arrives at between 4000 and 5000 ps.
* Most instantiated logic cell after routing: sky130_fd_sc_hd__dfxtp_1
- CP startpoint: L23_D[3]
- Growth of design area from synthesis to finish: 22.8%
* Clock tree root buffer cell: sky130_fd_sc_hd__clkbuf_8
- After clock tree synthesis, the flow added hold-fix buffers numbering 0.
- STA classifies the critical path startpoint as a flop.
- Area reported by Yosys stat: 0.00380 mm^2
- The detail route stage leaves a number of antenna-violating nets equal to 0.
* Number of global-route vias before repair: around 2500
- Largest net degree at the start of global routing: 12
* Cell total in the yosys stat output: slightly below 400
* YS warnings: 1
* Max-slew violations: 0
- Before antenna repair, the detailed router went through 4 iterations.
- Setup TNS Final: 0 ps
* Total die size: 0.00990 mm^2
* Core Region: 0.00924 mm^2
* Sort of element at the end of the critical path: flop
- Once the clock tree was built, the resizer swapped 0 gates to a different size.
- Total of fill cells in the finished design: 835
- The global routing stage identified its most utilized layer as met2.
* Leakage Power: around 2.2 nW
- Most area-hungry cell type in the Yosys netlist: sky130_fd_sc_hd__dfxtp_1
- Grouping non-sequential cells by family puts the most area in adder cells.
- Hold violation count in the final report: 0
* Global-route wire length before repair: 10600 um
- Measured along the y axis, the die boundary spans approximately 100 um.
* Unrepaired setup endpoints after global routing: false
- Counting every instance in the synthesized netlist gives ~390.
- Once placement completed, the tool counted placed cells totaling 571.
- IR drop worst, VDD: 0.387 mV
* # diodes: 0
- Iter 0 DRT Violations: 48
- Area of all placed cells without fillers: 0.00467 mm^2
* Part of the cycle the worst path needs: 0.523
- Of the total synthesized cell area, the portion taken by XOR and XNOR cells is 0.0990.
- Antenna violations before repair: 0
- Number of cells in the finished layout apart from fillers: roughly 590
- Critical-path cell with the highest stage delay: sky130_fd_sc_hd__fa_1
- Met2 capacity usage during global routing: 0.229
- Buffers placed on the I/O ports in this run total about 50.
- The synthesized netlist contains 33 unique library cells.
* GR Overflow Total: 0
- After synthesis the netlist holds a flip-flop and latch count of 60.
- Routed length per instance: 10.4 um
* Total routing usage reported by global routing: 0.140
- Per the post-synthesis stats, the area per cell is 9.68 um^2.
* Delay of the slowest cell on the worst path: 540 ps
* Max Fanout on Critical Path: 7
* CP cell instances: nand2_1 -> fa_1 -> inv_1 -> fa_1 -> inv_1 -> fa_1 -> inv_1 -> fa_1 -> inv_1 -> fa_1 -> xnor2_1 -> xnor2_1 -> xnor2_1 -> xnor2_1 -> xnor2_1 -> xnor2_1
- RePlAce ended its routability-driven mode at a weighted congestion of 0.889.
* Outcome: finished clean
sequential cells by signal, indices dropped and copies added (netlist names):
| name | flops |
|---|---|
| F_Out | 10 |
| L12_D | 10 |
| L12_x1 | 10 |
| L12_x2 | 10 |
| L23_D | 10 |
| L23_x3 | 10 |
worst max-delay path, delay by kind of cell (launching register included):
family	cells	cell delay, ps
buffers and inverters	4	200
adder cells (fa/ha/maj)	5	2450
flip-flops	1	440
AND/OR/NAND/NOR	1	110
XOR/XNOR	6	860
worst paths after layout:
path | end | slack (ps) | cells after the start
max | F_Out[9] | 3820 | 16
min | L23_D[7] | 320 | 0
max reg2reg | F_Out[9] | 3820 | 16
min reg2reg | L23_D[7] | 320 | 0
metal layers:
metal / share of wire / up-vias
li1: - / 1391
met1: 0.46 / 1198
met2: 0.47 / 49
met3: 0.045 / 12
met4: 0.023 / 0
met5: 0 / -
logic make-up after synthesis:
family / Yosys count
and+or+nand+nor: 107
xor gates and xnor gates: 43
adders and majority gates: 76
buffers and inverters: 59
DFF: 60
AOI/OAI and AO/OA: 48
through the flow:
stage	setup slack, ps	hold WS (ps)	power, W	util
after floorplan	3950	310	0.00160	-
after global placement	3870	312	0.00183	0.483
after detailed placement	3810	312	0.00186	0.483
after CTS	3800	317	0.00216	0.506
after global routing	3490	328	0.00238	0.506
final	3820	317	0.00212	0.506
power by group:
group          total (W)  internal (W)  switching [W]
Clock           0.000283      0.000161       0.000122
Sequential      0.000449      0.000398      0.0000510
Combinational    0.00138      0.000724       0.000661
Total            0.00212       0.00128       0.000833
synthesized netlist by cell type:
master,count
sky130_fd_sc_hd__nor4_1,2
sky130_fd_sc_hd__o2111ai_1,1
sky130_fd_sc_hd__or2_2,2
sky130_fd_sc_hd__a21oi_1,11
sky130_fd_sc_hd__o21bai_1,1
sky130_fd_sc_hd__nor3_1,7
sky130_fd_sc_hd__xnor2_1,29
sky130_fd_sc_hd__or4_1,2
sky130_fd_sc_hd__o21ai_0,8
sky130_fd_sc_hd__nor2_1,11
sky130_fd_sc_hd__a21boi_1,4
sky130_fd_sc_hd__buf_2,1
sky130_fd_sc_hd__ha_1,51
sky130_fd_sc_hd__dfxtp_1,60
sky130_fd_sc_hd__nor2b_1,9
sky130_fd_sc_hd__a21oi_4,2
sky130_fd_sc_hd__o21ai_1,1
sky130_fd_sc_hd__nand3_1,4
sky130_fd_sc_hd__inv_1,58
sky130_fd_sc_hd__fa_1,25
sky130_fd_sc_hd__a21o_1,8
sky130_fd_sc_hd__and2_1,19
sky130_fd_sc_hd__o21ai_2,2
sky130_fd_sc_hd__nand4_1,2
sky130_fd_sc_hd__a2111oi_0,2
sky130_fd_sc_hd__or3_1,1
sky130_fd_sc_hd__xor2_1,14
sky130_fd_sc_hd__a211o_1,2
sky130_fd_sc_hd__o21a_1,3
sky130_fd_sc_hd__and3_1,6
sky130_fd_sc_hd__o31ai_1,1
sky130_fd_sc_hd__a21oi_2,2
sky130_fd_sc_hd__nand2_1,42
cell type report:
| cell class | count | area (um^2) | area share |
|---|---|---|---|
| repair buffers | 50 | 500 | 0.107 |
| inverters | 58 | 218 | 0.0466 |
| multi-input cells | 274 | 2380 | 0.509 |
| clock buffers | 11 | 151 | 0.0324 |
| clock inverters | 5 | 60.1 | 0.0129 |
| well taps | 129 | 161 | 0.0345 |
| flip-flops and latches | 60 | 1200 | 0.257 |
No activity file was given, so power comes from the tool's default toggle rates.
