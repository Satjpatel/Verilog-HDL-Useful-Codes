--- flow/run.sh ---
#!/bin/bash
# OpenROAD 26Q1-2900-gdf79404cd8, Yosys 0.63+post, stock flow scripts
make -C /OpenROAD-flow-scripts/flow DESIGN_CONFIG=/design/flow/config.mk WORK_HOME=/design/flow/orfs finish
--- flow/config.mk ---
export PLATFORM = sky130hd
export DESIGN_NAME = MUL_datapath
export DESIGN_NICKNAME = MUL_datapath
export VERILOG_FILES = /design/flow/design.v
export SDC_FILE = /design/flow/constraint.sdc
export NUM_CORES = 4
export LEC_CHECK = 1
export CORE_AREA = 10 10 76 76
export DIE_AREA = 0 0 86 86
--- flow/design.v ---
module MUL_datapath ( 
	input ldA, ldB, ldP, clrP, decB, clk , 
	input [15:0] data_in , 
	output eqz ) ; 
wire [15:0] X, Y, Z, Bout, Bus ; 
	PIPO1 A (X, Bus, ldA, clk) ; 
	PIPO2 P (Y, Z, ldP, clrP, clk) ; 
	Counter B ( Bout, Bus, ldB, decB, clk) ; 
	ADD AD ( Z, X, Y) ; 
	EQZ COMP (eqz, Bout) ; 
endmodule 
module PIPO1 ( 
output reg [15:0] dout, 
input [15:0] din, 
input ld, clk ) ; 
always @ ( posedge clk) 
	if(ld) 
		dout <= din ; 
endmodule 
module PIPO2 ( 
output reg [15:0] dout, 
input [15:0] din, 
input ld, clr, clk ) ; 
always @ ( posedge clk ) 
	if(clr) 
		dout <= 16'b0 ; 
	else if (ld) 
		dout <= din ; 
endmodule 
module ADD ( 
output reg [15:0] out , 
input [15:0] in1, in2 ) ; 
always @ (*) 
	out = in1 + in2 ; 
endmodule 
module EQZ ( 
	output eqz , 
	input [15:0] data ) ; 
assign eqz = ( data == 0 ) ; 
endmodule 
module Counter ( dout, din, ld, dec, clk ) ; 
	input [15:0] din ; 
	input ld, dec, clk ; 
	output reg [15:0] dout ; 
	always @ ( posedge clk ) 
		if(ld) 
			dout <= din ; 
		else if(dec) 
			dout <= dout - 1 ; 
endmodule 
--- flow/constraint.sdc ---
current_design MUL_datapath

set clk_period 4.1
set clk_io_pct 0.2

create_clock -name clk0 -period $clk_period [get_ports {clk}]

set non_clock_inputs [all_inputs -no_clocks]
set_input_delay [expr $clk_period * $clk_io_pct] -clock clk0 $non_clock_inputs
set_output_delay [expr $clk_period * $clk_io_pct] -clock clk0 [all_outputs]
==> flow_metrics.py <==
# Generated from Yosys and OpenROAD reports
metrics = {
    "floorplan": {
        "core-area_mm2": 0.004115,
        "die_y_um": 86,
        "num_io_pins": 23,
        "floorplan.die_area_mm2": 0.007396,
        "initial_core_util_pct": 18.46,
        "rows": 23,
        "die.size.x_um": 86,
    },
    "yosys": {
        "syn_area_um2": 759.5,
        "synth_sequential_area_ratio_pct": 63.26,
        "synthesis.area_per_instance_um2": 13.32,
        "topCellsByArea": "edfxtp_1 (63%), xor2_1 (12%), xnor2_1 (3.5%), or4_4 (3.0%), nor3_1 (2.6%)",
        "yosys_warnings": 20,
        "synth-area-yosys_um2": 759.5,
        "netlist-cell-type-count": 16,
        "synth_stat.cells": 57,
        "yosysTopAreaCell": "edfxtp_1",
        "synth-seq-cells": 16,
        "postSynthCellCount": 57,
        "synth_top_area_share_pct": 63.26,
    },
    "cts": {
        "cts-htree-levels": 1,
        "worstSkewPairLatency_ps": 240,
        "cts_hold_buf": 0,
        "clock_tree.buffer_depth": 2,
        "clock_tree_from_tritoncts": "yes",
        "total_number_of_clock_tree_sinks": 16,
        "cts.reportedPaths.clkPinSlew_ps": 60,
        "post_cts_resize_count": 0,
        "cts_setup_buffers": 0,
        "cts_inserted_buffers": 3,
        "ctsRootBufferMaster": "clkbuf_8",
    },
    "route": {
        "route.detailed.wl_per_inst_um": 10.01,
        "post-route-drc-count": 0,
        "detail_route.first_pass.iterations": 3,
        "totalWireLength_mm": 1.121,
        "drt-vias-per-instance": 3.714,
        "final_antenna_net_count": 0,
        "detail_route.iter0.violations": 21,
        "dr_total_vias": 416,
        "antenna_cells_inserted": 0,
    },
    "power": {
        "design_power_total_w": 0.0004540,
        "irDropWorstVdd_mv": 0.2805,
        "cellLeakagePower_nw": 0.3109,
        "cellPowerDensity_mw_per_mm2": 511.1,
    },
    "setup_path": {
        "worstReg2RegStart": "B.dout[8]$_DFFE_PP_",
        "maximum_fanout_along_the_worst_path": 4,
        "setup.worst_path.start": "B.dout[8]$_DFFE_PP_",
        "worstSetupPathType": "flop to primary output",
        "critical_path.endpoint_type": "primary output",
        "startpoint_type": "flop",
        "cp_data_required_time_ps": 3280,
        "cp.arrival_ps": 2490,
        "worstRegToRegCells": 4,
    },
    "timing": {
        "final_hold_viol_count": 0,
        "skew_ps": 1.024,
        "setup-tns-final_ps": 0,
        "fmaxAchievable_ghz": 0.3021,
        "setup_repair_after_global_routing_missed_its_margin": "false",
        "period_used_pct": 80.75,
        "timing.max_slew.rel_slack_pct": 64.94,
        "number_of_slew_limit_violations_in_the_final_report": 0,
        "min_period_ps": 3311,
        "timing.final.setup_violations": 0,
        "worst_slew_pin_slew_ps": 521.9,
    },
    "final_layout": {
        "largest_registers": "B.dout (16)",
        "mostFrequentLayoutCell": "edfxtp_1",
        "largest_register_ffs": 16,
        "final_layout_top_logic_cells": "edfxtp_1 (16), xor2_1 (10), nor3_1 (4), nor2_1 (4)",
        "area.growth.synth_to_final_pct": 16.97,
        "layout-drive-gt1-share_pct": 11.29,
        "registers.top_by_ff_count": "B.dout",
    },
    "global_routing": {
        "grt_usage_pct": 3.117,
        "grt-ovfl-total": 0,
        "antenna_found_initial": 0,
        "largest_net_degree_at_the_start_of_global_routing": 17,
        "first_global_vias": 471,
        "first_pass_grt_wire_length_mm": 1.938,
    },
    "min_path": {
        "worst_hold_path_type": "flop to flop",
        "worstHoldStart": "B.dout[0]$_DFFE_PP_",
        "hold-path-cell-count": 1,
    },
    "flow_run": {
        "log.warning_count": 44,
        "maxCapViolations": 0,
    },
    "status": {
        "outcome": "finished clean",
    },
    "place": {
        "place.gp.congestion": 0.7469,
        "buffer_ports.inserted": 3,
        "post-dp-hpwl_um": 818.1,
    },
}
[metal layers]
metal	vias up	part of all wire (%)	global-route usage, %
met5	-	0	0
met4	0	0	0.1497
met3	0	6.9	1.716
met2	9	45	4.733
met1	193	48	4.022
li1	214	-	-
[kinds of logic (layout without fill, tap and decap cells)]
family | count (synthesis) | in the layout | share of synthesized area [%]
buffers and inverters | 4 | 9 | 2.141
AOI/OAI and AO/OA | 1 | 1 | 0.6583
DFF | 16 | 16 | 63.26
and+or+nand+nor | 22 | 22 | 17.30
adders and majority gates | 1 | 1 | 1.647
xor gates and xnor gates | 13 | 13 | 14.99
[metrics by stage]
step	worst slack (ps)	std cells	cell area, µm²	util, %	hold WS, ps
global placement	1023	109	847.1	20.58	545.7
global route	674.9	112	888.4	21.59	608.0
finish	789.4	112	888.4	21.59	571.6
detailed placement	1046	109	847.1	20.58	569.2
floorplan	1742	57	759.5	-	529.6
CTS	770.7	112	888.4	21.59	581.1
[power by group]
| part | switching [W] | leakage [nW] | internal, W | total, W |
|---|---|---|---|---|
| registers | 0.0000334 | 0.163 | 0.000239 | 0.000272 |
| logic | 0.0000343 | 0.126 | 0.0000338 | 0.0000681 |
| clock network | 0.0000487 | 0.0216 | 0.0000650 | 0.000114 |
| total | 0.000116 | 0.311 | 0.000338 | 0.000454 |
[cells in the mapped netlist]
library cell	number
nor3b_2	1
o21ai_0	1
or2_2	1
edfxtp_1	16
nand2_1	3
or3_1	3
or4_4	2
xnor2_1	3
nor4_1	3
nor3_1	4
nor2_1	4
xor2_1	10
ha_1	1
buf_2	1
nand2b_1	1
inv_1	3
[final cells by class]
cell class,instances,area [µm²]
clock buffers,3,41.29
repair buffers,3,30.03
well taps,50,62.56
multi-input cells,37,262.8
flip-flops and latches,16,480.5
inverters,3,11.26
fillers,433,3227
[critical path, stage by stage, from the launching register on]
cell and delay [ps]:
edfxtp_1 440, or4_4 570, or4_4 450, nor4_1 270, clkdlybuf4s50_1 520
[path summary, 6_finish.rpt]
check	to	slack (ps)
worst min-delay path	B.dout[0]$_DFFE_PP_	570
worst min register to register	B.dout[0]$_DFFE_PP_	570
worst max-delay path	eqz	790
worst max register to register	B.dout[15]$_DFFE_PP_	2100
Power is estimated from default activity; no workload was simulated.
